<file path="./run.sh">
#!/bin/bash
# OpenROAD 26Q1-2900-gdf79404cd8, Yosys 0.63+post, stock flow scripts
make -C /OpenROAD-flow-scripts/flow DESIGN_CONFIG=/design/flow/config.mk WORK_HOME=/design/flow/orfs finish
</file>
<file path="./config.mk">
export PLATFORM = sky130hd
export DESIGN_NAME = seven_segment_display
export DESIGN_NICKNAME = seven_segment_display
export VERILOG_FILES = /design/flow/design.v
export SDC_FILE = /design/flow/constraint.sdc
export NUM_CORES = 4
export LEC_CHECK = 1
export CORE_AREA = 10 10 70 70
export DIE_AREA = 0 0 80 80
</file>
<file path="./constraint.sdc">
current_design seven_segment_display

set clk_period 1.1
set clk_io_pct 0.2

create_clock -name clk0 -period $clk_period

set non_clock_inputs [all_inputs -no_clocks]
set_input_delay [expr $clk_period * $clk_io_pct] -clock clk0 $non_clock_inputs
set_output_delay [expr $clk_period * $clk_io_pct] -clock clk0 [all_outputs]
</file>
<file path="./design.v">
module seven_segment_display(input [3:0] number ,output reg [7:0] pattern_display ); 
always @*
begin 
		case(number)
			4'h0: pattern_display <= 8'b11000000;
			4'h1: pattern_display <= 8'b11111001;
			4'h2: pattern_display <= 8'b10100100;
			4'h3: pattern_display <= 8'b10110000;
			4'h4: pattern_display <= 8'b10011001;
			4'h5: pattern_display <= 8'b10010010; 
			4'h6: pattern_display <= 8'b10000010;
			4'h7: pattern_display <= 8'b11111000;
			4'h8: pattern_display <= 8'b10000000;
			4'h9: pattern_display <= 8'b10011000;
			4'hA: pattern_display <= 8'b10001000;
			4'hB: pattern_display <= 8'b10000011;
			4'hC: pattern_display <= 8'b11000110;
			4'hD: pattern_display <= 8'b10100001;
			4'hE: pattern_display <= 8'b10000110;
			4'hF: pattern_display <= 8'b10001110;
			default: pattern_display <= 8'b11000000;
		endcase
end
endmodule
</file>
==> COMMIT_EDITMSG <==
Refresh implementation metrics

* Result of the run: finished with violations
* Failing checks: negative setup slack
- Once layout is complete, the utilization of the core stands at 0.184.
* Layout Cells excl Fill: 103
- In this run, distinct cell masters in the synthesized netlist total 21.
* Wire per inst: 10.5 µm
- The initial antenna violation count came to 0.
* Per-cell via count in the routed design: 3.37
* Leading area contributor after synthesis: sky130_fd_sc_hd__ha_1
* Top cells by area in the synthesized netlist: sky130_fd_sc_hd__ha_1 (28%), sky130_fd_sc_hd__mux2i_1 (11%), sky130_fd_sc_hd__a22o_1 (6.6%), sky130_fd_sc_hd__o21ai_0 (5.6%), sky130_fd_sc_hd__nand2b_1 (4.7%)
- Data on the critical path is required at its endpoint by 880 ps.
- Commonest cells post-synth: sky130_fd_sc_hd__ha_1 (6), sky130_fd_sc_hd__inv_1 (3), sky130_fd_sc_hd__mux2i_1 (3), sky130_fd_sc_hd__nor2_1 (3), sky130_fd_sc_hd__o21ai_0 (3)
* Die Y-Extent: 80 µm
* Worst hold path type: primary input to primary output
- Leakage Power: 0.271 nW
- For reference, the final report shows the hold violation count at 0.
* Core utilization before placement: 0.0780
- The congestion estimate from routability-driven global placement came to 0.783.
- Critical path fanouts, max: 4
* Post-synthesis cell count: 36
* IO buf count: 11
- Number of sequential cells in the layout: 0
- HPWL after DPL: 712 µm
* Sequential element share of the synthesized area: 0
- The finished cells cover 627 µm².
* Placeable core area: 3420 µm²
- Overall track demand over capacity in global routing: 0.0332
- Per the run summary, max-cap violations total 0.
- Remaining antenna violation count after routing: 0
- Across all setup checks in the final design, the least slack found is -288 ps.
- In this run, placement finished with an instance count of 96.
- Summed over all layers, the global routing overflow is 0.
- Type of the worst setup path: primary input to primary output
* Area of the mapped netlist: 267 µm²
- In the final layout, the clock buffer count is 0.
* Proportion of layout cells with a drive suffix above 1: 0.719
- STA classifies the critical path endpoint as a primary output.
* Area growth from synthesis to layout: 135%
- The via count of the first global-routing pass was 391.
- RSZ-0062 raised after global routing: yes
- Detailed-route iteration 0 reported a violation count of 13.
- Before antenna repair, the detailed router went through 2 iterations.
- Final antenna diode count: 0
- Per the OpenROAD floorplan log, the width of the die is 80 µm.
- In this run, post-CTS hold repair placed 0 buffers.
* Global-route wire length before repair: 1.84 mm
* Setup TNS Final: -1310 ps
- After layout, the minimum clock period comes to 1390 ps.
- Log Warnings: 40
* Peak supply drop: 0.0000990 V
* Final routed DRC violation total: 0
- Timing-limited maximum frequency: 720 MHz
* Top cell area share: 0.282
* Final number of max-transition violations: 0
- The chip area line in the Yosys stat output reads 267 µm².
- The script computed a power per unit cell area of 358 nW/µm².
- For this run the top cell type by instance count after synthesis was sky130_fd_sc_hd__ha_1.
- Average cell area after synthesis: 7.40 µm²
- According to the floorplan report, the total die area is 6400 µm².
- The floorplan has 21 rows.
- The final timing report counts setup violations totalling 7.
- Cell total in the yosys stat output: 36
* Area post-placement: 469 µm²
- Largest net degree at the start of global routing: 7
* Startpoint class of the critical path: primary input
* Area of all sequential standard cells: 0 µm²
* Via Count: 347
- The final layout contains routed wiring with a total length of 1.08 mm.
- Counting the warning lines in the Yosys log gives 1.
- Of the available clock period, the critical path in the final layout requires 1.26.
- Worst Path Arrival: 1170 ps
* Ports placed on the boundary: 12
[final timing paths]
| path | cells after the start | end | from |
|---|---|---|---|
| worst max-delay path | 8 | pattern_display[0] | number[1] |
| worst min-delay path | 4 | pattern_display[2] | number[3] |
[area by class of cell]
type	count	area, µm²
fill	383	2790
multi-input combinational	30	338
timing repair buffer	24	208
tap	46	57.6
inverter	3	23.8
[worst max-delay path, cell delays in order]
cell and delay, ps:
sky130_fd_sc_hd__buf_8 110, sky130_fd_sc_hd__inv_8 60, sky130_fd_sc_hd__buf_6 100, sky130_fd_sc_hd__ha_4 120, sky130_fd_sc_hd__nor2_2 30, sky130_fd_sc_hd__or3b_1 340
sky130_fd_sc_hd__o21ai_1 80, sky130_fd_sc_hd__buf_2 110
[stage by stage]
| stage | power [mW] | hold slack (ps) | setup slack, ps |
|---|---|---|---|
| 3_5_place_dp | 0.163 | 1470 | -1150 |
| 6_report | 0.224 | 879 | -288 |
| 3_3_place_gp | 0.158 | 1470 | -1130 |
| 4_1_cts | 0.217 | 886 | -287 |
| 5_1_grt | 0.245 | 932 | -363 |
| 2_1_floorplan | 0.0697 | 540 | -3.18 |
[placed cells by master (no fill, tap or decap), types with 2 or more instances in the layout]
| cell | Yosys | routed |
|---|---|---|
| sky130_fd_sc_hd__buf_4 | 1 | 7 |
| sky130_fd_sc_hd__buf_6 | 1 | 7 |
| sky130_fd_sc_hd__a22o_1 | 2 | 2 |
| sky130_fd_sc_hd__nand2b_4 | 0 | 2 |
| sky130_fd_sc_hd__buf_2 | 0 | 7 |
| sky130_fd_sc_hd__ha_4 | 0 | 5 |
| sky130_fd_sc_hd__nor2_1 | 3 | 2 |
| sky130_fd_sc_hd__buf_8 | 0 | 2 |
| sky130_fd_sc_hd__o21ai_1 | 1 | 2 |
| sky130_fd_sc_hd__mux2i_1 | 3 | 3 |
[per-layer routing]
layer,up-vias,part of all wire,GRT usage
li1,164,-,-
met1,167,0.47,0.0422
met2,14,0.36,0.0490
met3,2,0.16,0.0193
met4,0,0.0074,0.00352
met5,-,0,0
[power by group]
part,internal (mW),total (mW),leakage [nW],switching [mW]
combinational,0.127,0.224,0.271,0.0974
clock,0,0,0,0
sequential,0,0,0,0
[what timing repair did]
action | in CTS | in global routing
pin swaps | 9 | 3
endpoints found under the hold margin | 0 | 0
gates resized | 73 | 1
setup endpoints to repair | 7 | 7
setup buffers | 6 | 0
cloned | 1 | 0
[logic make-up after synthesis]
logic type | Yosys count | share of synthesized area
simple gates | 10 | 0.202
compound gates | 9 | 0.221
fa+ha+maj | 6 | 0.282
buf+inv | 6 | 0.127
mux | 4 | 0.155
other cells | 1 | 0.0141
No activity file was given, so power comes from the tool's default toggle rates.
